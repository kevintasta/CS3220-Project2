<file path="flow/design.v">
module ALU(in1, in2, control, out, compare);
	parameter ADD = 5'b00000, SUB = 5'b00001, AND = 5'b00010, OR = 5'b00011, XOR = 5'b00100, NAND = 5'b00101, NOR = 5'b00110, XNOR = 5'b00111;
	parameter MVHI = 5'b01000, F = 5'b01001, EQ = 5'b01010, LT = 5'b01011, LTE = 5'b01100, T = 5'b01101, NE = 5'b01110, GTE = 5'b01111, GT = 5'b10000;
	parameter BEQZ = 5'b10001, BLTZ = 5'b10010, BLTEZ = 5'b10011, BNEZ = 5'b10100, BGTEZ = 5'b10101, BGTZ = 5'b10110;
	parameter data_width = 32;
	input[4:0] control;
	input[data_width - 1:0] in1, in2;
	output[data_width - 1:0] out;
	output compare;
	reg[data_width - 1:0] calc;
	reg compcalc = 1'b0;
	always @(*) begin
		case (control)
			ADD: begin
				calc = in1 + in2;
			end
			SUB: begin
				calc = in1 - in2;
			end
			AND: begin
				calc = in1 & in2;
			end
			OR: begin
				calc = in1 | in2;
			end
			XOR: begin
				calc = in1 ^ in2;
			end
			NAND: begin
				calc = ~(in1 & in2);
			end
			NOR: begin
				calc = ~(in1 | in2);
			end
			XNOR: begin
				calc = ~(in1 ^ in2);
			end
			MVHI: begin
				calc = ((in2 & 32'h0000FFFF) << 16);
			end
			F: begin
				calc = 32'd0;
				compcalc = 1'b0;
			end
			EQ: begin
				if ($signed(in1) == $signed(in2)) begin
					calc = 32'd1;
					compcalc = 1'b1;
				end else begin
					calc = 32'd0;
					compcalc = 1'b0;
				end
			end
			LT: begin
				if ($signed(in1) < $signed(in2)) begin
					calc = 32'd1;
					compcalc = 1'b1;
				end else begin
					calc = 32'd0;
					compcalc = 1'b0;
				end
			end
			LTE: begin
				if ($signed(in1) <= $signed(in2)) begin
					calc = 32'd1;
					compcalc = 1'b1;
				end else begin
					calc = 32'd0;
					compcalc = 1'b0;
				end
			end
			T: begin
				calc = 32'd1;
				compcalc = 1'b1;
			end
			NE: begin
				if ($signed(in1) != $signed(in2)) begin
					calc = 32'd1;
					compcalc = 1'b1;
				end else begin
					calc = 32'd0;
					compcalc = 1'b0;
				end
			end
			GTE: begin
				if ($signed(in1) >= $signed(in2)) begin
					calc = 32'd1;
					compcalc = 1'b1;
				end else begin
					calc = 32'd0;
					compcalc = 1'b0;
				end
			end
			GT: begin
				if ($signed(in1) > $signed(in2)) begin
					calc = 32'd1;
					compcalc = 1'b1;
				end else begin
					calc = 32'd0;
					compcalc = 1'b0;
				end
			end
			BEQZ: begin
				calc = 32'd0;
				if (in1 == 32'd0) begin
					compcalc = 1'b1;
				end else begin
					compcalc = 1'b0;
				end
			end
			BLTZ: begin
				calc = 32'd0;
				if (in1[31] == 1'b1) begin
					compcalc = 1'b1;
				end else begin
					compcalc = 1'b0;
				end
			end
			BLTEZ: begin
				calc = 32'd0;
				if (in1[31] == 1'b1 || in1 == 32'd0) begin
					compcalc = 1'b1;
				end else begin
					compcalc = 1'b0;
				end
			end
			BNEZ: begin
				calc = 32'd0;
				if (in1 != 32'd0) begin
					compcalc = 1'b1;
				end else begin
					compcalc = 1'b0;
				end
			end
			BGTEZ: begin
				calc = 32'd0;
				if (in1[31] == 1'b0 || in1 == 32'd0) begin
					compcalc = 1'b1;
				end else begin
					compcalc = 1'b0;
				end
			end
			BGTZ: begin
				calc = 32'd0;
				if (in1[31] == 1'b0) begin
					compcalc = 1'b1;
				end else begin
					compcalc = 1'b0;
				end
			end
			default: begin
				calc = 32'd0;
				compcalc = 1'b0;
			end
		endcase
	end
	assign out = calc;
	assign compare = compcalc;
endmodule
</file>
<file path="flow/run.sh">
#!/bin/bash
# OpenROAD 26Q1-2900-gdf79404cd8, Yosys 0.63+post, stock flow scripts
make -C /OpenROAD-flow-scripts/flow DESIGN_CONFIG=/design/flow/config.mk WORK_HOME=/design/flow/orfs finish
</file>
<file path="flow/config.mk">
export PLATFORM = sky130hd
export DESIGN_NAME = ALU
export DESIGN_NICKNAME = ALU
export VERILOG_FILES = /design/flow/design.v
export SDC_FILE = /design/flow/constraint.sdc
export NUM_CORES = 4
export LEC_CHECK = 1
export CORE_UTILIZATION = 40
</file>
<file path="flow/constraint.sdc">
current_design ALU

set clk_period 14.8
set clk_io_pct 0.2

create_clock -name clk0 -period $clk_period

set non_clock_inputs [all_inputs -no_clocks]
set_input_delay [expr $clk_period * $clk_io_pct] -clock clk0 $non_clock_inputs
set_output_delay [expr $clk_period * $clk_io_pct] -clock clk0 [all_outputs]
</file>
==> ci_impl_report.md <==
## Synthesis and layout report

| Metric | Value |
|---|---|
| CP Launch Type | `input port` |
| GR Util All Layers | `around a third` |
| Final Max-Slew Violation Tally | `0` |
| FMAX | `99.5 MHz` |
| Number of warnings in the stage logs | `97` |
| Final Hold Fails | `0` |
| Sequence of cells on the critical path | `clkdlybuf4s50_1 > inv_1 > ha_1 > nand2b_1 > a221oi_1 > o31ai_1 > nand3_1 > a211o_2 > a211o_1 > xnor2_1 > a21oi_1 > o21ai_0 > clkdlybuf4s50_1` |
| Post-CTS Setup Repair Bufs | `0` |
| Endpoints left unconstrained | `2` |
| Endpoint class of the critical path | `output pin` |
| Yosys warning tally | `1` |
| Layout cells sized above 1 | `between 4 and 5%` |
| Most frequent CP cell | `clkdlybuf4s50_1` |
| CP required | `11840 ps` |
| Gate count of the mapped netlist | `~970` |
| Post-place setup slack | `between 4000 and 5000 ps` |
| Initial antenna violation count | `0` |
| Crit path arrival time | `7090 ps` |
| Synth Register Bits | `1` |
| DRC errors left | `0` |
| Post-Syn Area per Cell | `between 6 and 7 µm²` |
| Post-synth EDFFs | `0` |
| YS chip area | `between 6000 and 7000 µm²` |
| Final period util | `67.9%` |
| Max IR drop VDD | `between 0.01 and 0.015 mV` |
| Met1 usage | `47.0%` |
| Max Cap Viol | `0` |
| Met3 usage | `5.70%` |
| Antenna cells | `0` |
| Vias in the first global route | `a little over 7000` |
| GRT Max-Usage Layer | `met2` |
| Max-area cell share | `a little under a fifth` |
| Initial Utilization | `between 40% and 50%` |
| Min Tclk post-route | `approximately 10000 ps` |
| Drt pass-1 iters | `9` |
| Buffers on Ports | `a little over 100` |
| Io pins | `~100` |
| Via density | `6.39` |
| Die height | `128 µm` |
| Largest net degree at the start of global routing | `~52` |
| Relative slew margins | `42.2%` |
| Setup violations, final | `0` |
| GP Congestion | `1.01` |
| Hold Crit Class | `in2out` |
| Core ar. | `about 15000 µm²` |
| Leak | `0.00311 µW` |
| Post-synth top flop | `dlxtn_1` |
| CTS resizes | `0` |
| First-pass GRT wire length | `between 40 and 50 mm` |
| Post-CTS Hold Buffers | `0` |
| Synthesized cell area | `around 6300 µm²` |
| Outcome | `finished clean` |
| Routed wire length | `27.4 mm` |
| Yosys Instances | `973` |
| Register pins left without a clock | `1` |
| Crit-path slowest cell | `clkdlybuf4s50_1` |
| Synth area leader | `ha_1` |
| Hpwl dp | `20.5 mm` |
| TNS Setup | `0 ps` |
| GR met2 Demand/Resource | `approximately 54%` |
| Max FO, Critical Path | `10` |
| Async SR Flop Fraction | `0%` |
| Yosys cell types | `roughly 86` |
| Area grow syn2layout | `16.3%` |
| Die Width | `128 µm` |
| WS Path Type | `in2out` |
| Final WS setup | `about 4800 ps` |
| Pwr Density | `35.7 nW/µm²` |
| Grt ovf | `0` |
| Vias | `7884` |
| FP Rows | `~45` |
| Post-route ant nets | `0` |
| Slew of the pin with the lowest slew margin | `roughly 860 ps` |
| Die area | `roughly 16000 µm²` |
| Top cells by area, synth | `ha_1 (19%), a21oi_1 (7.5%), o21ai_0 (6.6%), inv_1 (5.3%), nand2_1 (5.3%)` |
| Initial DRC count | `845` |
| WL/cell | `between 20 and 25 µm` |
| Unrepaired setup endpoints after global routing | `no` |
| Max FFs per register | `1` |
| CP max stage delay | `about 660 ps` |
power by group:
part / switching [µW] / internal, µW / leakage, µW / total, µW
Clock: 0 / 0 / 0 / 0
Sequential: 0.0252 / 0.350 / 0.00000800 / 0.375
Combinational: 153 / 109 / 0.00310 / 262
logic make-up after synthesis:
| group | share of synthesized area, % |
|---|---|
| simple gates | 21.9 |
| fa+ha+maj | 19.8 |
| latches | 0.237 |
| xor+xnor | 0.969 |
| buf+inv | 11.7 |
| mux | 1.90 |
| compound gates | 43.4 |
worst paths after layout:
| check | startpoint | end | slack, ps | depth (start not counted) |
|---|---|---|---|---|
| worst max-delay path | in2[7] | out[28] | 4750 | 13 |
| worst min-delay path | control[1] | out[5] | 7080 | 5 |
Yosys cell counts (6+ instances only):
library cell   n
nand2b_1       9
nor2_1        75
o221ai_1      19
a21o_1        15
inv_1         90
a211oi_1      15
nor3_1        29
a31oi_1       14
and2_1         6
a221o_1        7
o22ai_1       16
o31ai_1        7
nand3_1       20
a221oi_1      16
nor4_1        17
o211ai_1      12
o21a_1         7
nand2_1       89
clkbuf_8       8
o21ai_0       83
nor2b_1       11
clkbuf_1      43
or3_1          6
a22oi_1       19
a21oi_1       95
o21bai_1      15
ha_1          97
mux2i_1       12
layout make-up:
cell class / count / area, µm²
repair buffers: 119 / 1140
well taps: 211 / 264
inverters: 92 / 345
flip-flops and latches: 1 / 15.0
fillers: 1630 / 7960
multi-input cells: 811 / 5590
worst max-delay path: cells and delay by family:
family | cells | cell delay [ps]
simple gates | 2 | 490
xor+xnor | 1 | 160
fa+ha+maj | 1 | 490
buf+inv | 3 | 1210
compound gates | 6 | 1800
cell usage in the layout (no fill, tap or decap), drive strengths merged, types with 6 or more instances in the layout:
cell type,Yosys,final
a211oi,17,17
a21o,15,15
a21oi,95,95
a221o,7,7
a221oi,16,16
a22oi,19,19
a31oi,14,14
and2,6,6
buf,15,18
clkdlybuf4s50,0,101
ha,97,97
inv,90,90
mux2i,12,12
nand2,89,89
nand2b,9,9
nand3,20,20
nor2,75,75
nor2b,11,11
nor3,32,32
nor4,18,18
o211ai,12,12
o21a,7,7
o21ai,87,87
o21bai,16,16
o221ai,20,20
o22ai,16,16
o31ai,8,8
or3,6,6
per-layer routing:
metal	share of wire [%]	wire, µm
met5	0	0
met1	43	11800
met4	3.5	958
met3	9.2	2530
met2	44	12100
through the flow:
stage	utilization, %	hold WS (ps)	instance area (µm²)	std cells	power, µW
detailed placement	48.0	7080	7360	1234	256
global placement	48.0	7070	7360	1234	257
finish	48.0	7080	7360	1234	262
floorplan	-	6010	6330	973	162
CTS	48.0	7080	7360	1234	257
global route	48.0	7140	7360	1234	286
Power and IR drop assume default switching activity.
