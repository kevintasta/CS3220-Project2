$ cat /design/flow/config.mk
export PLATFORM = sky130hd
export DESIGN_NAME = RegFile
export DESIGN_NICKNAME = RegFile
export VERILOG_FILES = /design/flow/design.v
export SDC_FILE = /design/flow/constraint.sdc
export NUM_CORES = 4
export LEC_CHECK = 1
export CORE_UTILIZATION = 30
$ cat /design/flow/constraint.sdc
current_design RegFile

set clk_period 5.8
set clk_io_pct 0.2

create_clock -name clk0 -period $clk_period [get_ports {clk}]

set non_clock_inputs [all_inputs -no_clocks]
set_input_delay [expr $clk_period * $clk_io_pct] -clock clk0 $non_clock_inputs
set_output_delay [expr $clk_period * $clk_io_pct] -clock clk0 [all_outputs]
$ cat /design/flow/design.v
module RegFile(src1_sel, src2_sel, wr_sel, data_in, wr_en, clk, src1_out, src2_out);
	parameter index = 4, width = 32, regnumer = (1 << index);
	input wr_en, clk;
	input[3:0] src1_sel, src2_sel, wr_sel;
	input[width - 1:0] data_in; 
	output[width - 1:0] src1_out, src2_out;
	reg[width-1:0] data [0:regnumer];
	integer i;
	initial begin
		for (i= 4'b0000; i<5'b10000; i=i+1) data[i] = 32'd0;
	end
	always @ (posedge clk) begin
		if (wr_en == 1'b1) begin
			data[wr_sel] <= data_in;
		end
	end		
	assign src1_out = data[src1_sel];
	assign src2_out = data[src2_sel];
endmodule
$ cat /design/flow/run.sh
#!/bin/bash
# OpenROAD 26Q1-2900-gdf79404cd8, Yosys 0.63+post, stock flow scripts
make -C /OpenROAD-flow-scripts/flow DESIGN_CONFIG=/design/flow/config.mk WORK_HOME=/design/flow/orfs finish
==> flow_metrics.py <==
# Generated from Yosys and OpenROAD reports
metrics = {
    "run": {
        "cap_violations": 0,
        "warnings": 25,
    },
    "grt": {
        "antenna_found_initial": 5,
        "grt_overflow": 0,
        "grt_pass1_wl_mm": 88.3,
        "grt_pass1_vias": 13900,
        "grt.total_usage_pct": 16.8,
        "grt_start_max_net_pins": 66,
    },
    "sta": {
        "slew_violations": 0,
        "worst_slew_pin_slew_ns": 0.794,
        "period_needed_ns": 4.69,
        "setup_viol": 0,
        "rsz0062_at_grt": "no",
        "timing.fmax_ghz": 0.213,
        "relSlewSlack_pct": 46.9,
        "worst_slack_ns": 1.11,
        "fin_crit_sh_pct": 80.8,
        "final_hold_viol_count": 0,
        "finalSetupTns_ns": 0,
    },
    "detailed_routing": {
        "final_antenna_net_count": 0,
        "routedWlPerCell_microns": 27.0,
        "drt_iter0_markers": 545,
        "finalWirelength_mm": 59.4,
        "drc": 0,
        "drtPass1Iterations": 5,
        "viasPerCell": 5.42,
        "vias": 12000,
    },
    "clock_network": {
        "cts_resized": 0,
        "postCtsHoldBufs": 0,
        "htreeDepth": 2,
        "cts_tree": "built",
        "numCtsBuffers": 53,
        "post_cts_buffers": 0,
        "cts_root_buf": "clkbuf_16",
        "clk_path_buf_depth": 3,
        "clkSlewWorstSetupHoldPaths_ns": 0.06,
        "cts_sinks": 512,
    },
    "finish": {
        "fillers": 6691,
        "reg_top3": "data x512",
        "drive_gt1_share_pct": 31.7,
        "syn2layout_area_growth_pct": 18.0,
        "largest_register_ff_count": 512,
        "largest_register": "data",
        "post-route-util_pct": 36.1,
        "instances_no_fill": 2205,
    },
    "critical_path": {
        "worst_path_largest_cell_delay_ns": 0.61,
        "startpoint_type": "primary input",
        "cp.arrival_ns": 3.53,
        "slowest_stage": "clkdlybuf4s50_1",
        "critical_path.cell_chain": "clkdlybuf4s50_1 > nor2b_4 > buf_4 > a22oi_1 > nand2_1 > clkdlybuf4s50_1",
        "end_kind": "output pin",
        "crit_path_frequent_cell": "clkdlybuf4s50_1",
        "crit_fanout": 13,
        "crit_required_ns": 4.64,
        "worstSetupPathType": "primary input to output pin",
    },
    "placement": {
        "io_buffer_count": 109,
        "dpl.cell_count": 2109,
        "gp_congestion": 0.785,
        "dp_hpwl_mm": 33.4,
        "place_ws_ns": 1.12,
    },
    "floorplan": {
        "die_h_microns": 278,
        "initial_core_util_pct": 30.6,
        "io_pins": 110,
        "fp.coreArea_sq_um": 74900,
        "die_area_sq_um": 77500,
        "die_x_microns": 278,
        "num_rows": 100,
    },
    "logic_synthesis": {
        "synth-cells-yosys": 1077,
        "avgSynthCellArea_sq_um": 21.3,
        "ys_ff": 512,
        "netlist_area_sq_um": 22900,
        "synthCells": 1077,
        "synthArstFlopShare_pct": 0,
        "yosysChipArea_sq_um": 22900,
        "ys_warn_count": 1,
        "ff_type": "edfxtp_1",
        "synthDistinctLibCells": 16,
        "synth-edff-count": 512,
        "ys_seq_share_pct": 67.1,
    },
    "status": {
        "status": "complete, no violations",
    },
    "power_and_ir_drop": {
        "leakage_nw": 8.32,
        "irDropWorstVdd_v": 0.000236,
        "powerDensity_nw_per_um2": 300,
    },
    "worst_hold_path": {
        "hp-class": "primary input to register",
    },
}
-- final timing paths --
kind	cells after the start	endpoint	slack, ns	start
worst min-delay path	1	data[9][1]$_DFFE_PP_	1.46	data_in[1]
worst max-delay path	6	src1_out[20]	1.11	src1_sel[3]
-- critical path, delay by kind of cell --
family | cells | cell delay (ns)
simple gates | 2 | 0.73
buf+inv | 3 | 1.49
compound gates | 1 | 0.14
-- cell families after synthesis --
kind of cell / share of synthesized area, %
AOI/OAI and AO/OA: 4.20
buffers and inverters: 1.79
DFF: 67.1
muxes: 25.2
and+or+nand+nor: 1.73
-- cells in the final DEF (no fill, tap or decap) --
cell type,netlist,layout
nor2b_4,0,4
nor2_4,0,14
and2_2,0,2
clkbuf_16,0,54
nand2b_1,2,2
clkinv_1,0,14
clkbuf_8,0,2
nor3_2,0,4
mux4_2,256,256
nand2_1,65,65
clkbuf_1,33,14
clkdlybuf4s50_1,0,105
nand3_1,1,1
diode_2,0,2
bufinv_16,0,3
nand3b_1,2,2
buf_12,0,12
clkinv_8,0,1
clkinv_2,0,6
or3b_2,1,1
a22oi_1,128,128
inv_6,0,2
buf_4,18,30
edfxtp_1,512,512
-- through the flow --
| step | power [mW] | hold slack, ns | area, sq um |
|---|---|---|---|
| detailed placement | 5.01 | 2.08 | 25400 |
| finish | 8.12 | 1.46 | 27000 |
| global placement | 5.00 | 2.08 | 25400 |
| CTS | 8.21 | 1.43 | 27000 |
| global route | 8.38 | 1.51 | 27000 |
| floorplan | 4.64 | 1.26 | 22900 |
-- synthesized netlist by cell type (2+ instances only) --
library cell | count | share of area [%]
edfxtp_1 | 512 | 67
mux4_2 | 256 | 25
a22oi_1 | 128 | 4.2
nand2_1 | 65 | 1.1
clkbuf_1 | 33 | 0.54
buf_1 | 20 | 0.33
buf_4 | 18 | 0.59
buf_2 | 15 | 0.33
nor2_1 | 14 | 0.23
nor2b_1 | 4 | 0.11
nor3_1 | 4 | 0.087
and2_1 | 2 | 0.055
nand2b_1 | 2 | 0.055
nand3b_1 | 2 | 0.066
-- report_power, final --
part | switching, mW | internal (mW) | total [mW]
combinational | 0.372 | 0.370 | 0.742
clock | 1.37 | 1.83 | 3.20
sequential | 0.0275 | 4.15 | 4.18
total | 1.77 | 6.35 | 8.12
-- layout make-up --
cell class              instances  area (sq um)  area share [%]
well taps                     969          1210            4.49
clock inverters                26           206           0.764
repair buffers                149          1540            5.71
clock buffers                  68          1400            5.19
multi-input cells             479          7280            26.9
flip-flops and latches        512         15400            56.9
diodes                          2          5.00          0.0185
-- metal layers --
| metal | vias up | global-route usage, % | part of all wire (%) |
|---|---|---|---|
| li1 | 5000 | - | - |
| met1 | 6016 | 20.1 | 34 |
| met2 | 853 | 24.0 | 45 |
| met3 | 83 | 14.2 | 19 |
| met4 | 8 | 2.90 | 2.0 |
| met5 | - | 0.125 | 0.093 |
Power and IR drop assume default switching activity.
